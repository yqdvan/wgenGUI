File: ./design.v
module complex_module (
    input clk,
    input rst_n,
    input start,
    output reg done,
    input signed [15:0] data_in_1,
    input [7:0] data_in_2,
    input data_valid,
    output reg signed [31:0] result_1,
    output reg [15:0] result_2,
    output reg [2:0] status,
    inout [3:0] bidirectional
);
    reg [3:0] bidir_reg;
    wire [3:0] bidir_enable;
    assign bidirectional = bidir_enable ? bidir_reg : 4'bz;
    always @(posedge clk or negedge rst_n) begin
        if (!rst_n) begin
            done <= 0;
            result_1 <= 0;
            result_2 <= 0;
            status <= 0;
            bidir_reg <= 0;
        end else begin
            if (start) begin
                result_1 <= data_in_1 * data_in_1;
                result_2 <= data_in_2 + data_in_2;
                done <= 1;
                status <= 3'b111;
            end else begin
                done <= 0;
            end
        end
    end
endmodule
File: ./run.sh
#!/bin/bash
# OpenROAD 26Q1-2900-gdf79404cd8, Yosys 0.63+post, stock flow scripts
make -C /OpenROAD-flow-scripts/flow DESIGN_CONFIG=/design/flow/config.mk WORK_HOME=/design/flow/orfs finish
File: ./config.mk
export PLATFORM = sky130hd
export DESIGN_NAME = complex_module
export DESIGN_NICKNAME = complex_module
export VERILOG_FILES = /design/flow/design.v
export SDC_FILE = /design/flow/constraint.sdc
export NUM_CORES = 4
export LEC_CHECK = 1
export CORE_UTILIZATION = 50
File: ./constraint.sdc
current_design complex_module

set clk_period 1.1
set clk_io_pct 0.2

create_clock -name clk0 -period $clk_period [get_ports {clk}]

set non_clock_inputs [all_inputs -no_clocks]
set_input_delay [expr $clk_period * $clk_io_pct] -clock clk0 $non_clock_inputs
set_output_delay [expr $clk_period * $clk_io_pct] -clock clk0 [all_outputs]
==> COMMIT_EDITMSG <==
Update PnR metrics after Yosys + OpenROAD run

- End point of the critical path: result_1[29]
- Of the synthesized area, sequential elements account for 0.09664.
- TritonCTS built the clock tree.
- The clock tree synthesis step divided the H-tree into 2 levels.
- The synthesized netlist contains 50 unique library cells.
- CTS saw just over 40 sinks.
- The number of maximum-capacitance violations recorded for the run is 0.
* Sequential Area: 1026 µm²
* Overall fraction of global-route tracks in use: 0.2839
* Crit path arrival time: 5.72 ns
- For this run, design rule violations remaining after detail routing come to 0.
- According to the floorplan report, the total die area is 21,820 µm².
- The final layout report lists a filler cell count of 1,456.
- Async S/R FF share, synth: 1.000
- Per the synthesis report, the adder-cell share of the synthesized area is 0.5494.
- The checks that failed: negative hold slack, negative setup slack.
- The commonest register cell is dfrtp_1.
- The share of the core area taken by cells at floorplan is 0.5180.
* Setup TNS Final: -109.23 ns
* Worst endpoint required time: about 1.3 ns
* Pre-antenna DRT Iters: 6
- Post-detail-place hpwl: around 21,000 µm
* Largest net degree at the start of global routing: 42
- Post-synthesis cell type with the largest instance count: inv_1
- Clock slew at the register clock pins of the worst setup and hold paths: about 0.07 ns
* DIE WIDTH: 147.7 µm
* Number of max-slew violations in the final report: 0
- Area Growth Syn to Fin: 41.44%
- For this run, the script counts the antenna cells in the layout as 0.
- Main logic family after synthesis: adder cells
* Per-cell routed wire length: 15.09 µm
- Setup repair after global routing could not meet its margin everywhere.
- The worst register-to-register path begins at result_1[23].
- Of the post-synthesis cell area, the dominant cell type holds 0.4375.
* Via count: 8,260
- Result of the run: finished with violations
- Number of warnings the tools reported: 37
- Setup slack, reg-to-reg: ~0.090 ns
- First-pass GRT wire length: 44,620 µm
- Post-route antenna net violation count: 0
- The launch point of the critical path was reported as data_in_1[1].
- Checking hold timing, the worst path is listed with class in -> async.
- Count of library flops with an enable pin: 0
- Post-synthesis cell count: 1,111
- For this run, the chip area from Yosys synthesis comes to 10,620 µm².
* Post-route cell area: 15,020 µm²
- Worst Setup Slack, final: -4.430 ns
- Post-synthesis area per instance: roughly 9.6 µm²
* Cell types occupying the most area after synthesis: fa_1 (44%), inv_1 (12%), ha_1 (11%)
- Fmax: about 180 MHz
- Sorting the Yosys area breakdown by cell type puts at the top fa_1.
- The longest clock path from root to sink contains 2 buffers.
- By count the netlist is led by inv_1 (342), fa_1 (232), ha_1 (95), nand2_1 (78), nor2_1 (49).
* # IOs: 84
- Type of element capturing the critical path: flip-flop
- In this run the cell area measured after placement is between 10,000 and 15,000 µm².
* #FFs+latches synth: 41
- Core Rows: 52
* Post-synthesis share of cell area spent on xor and xnor gates: 0.03382
- STA lists the maximum fanout along the critical path as 4.
* Setup violations, final: 30
- The endpoint identified for the worst register-to-register timing path is result_1[23].
- The initial antenna violation count is 0.
- For reference, the most critical setup path is categorized as in -> reg.
* Count of instantiated cells in the yosys netlist: 1,111
* Via density: slightly below 5
* Weighted congestion reported at the end of routability-driven placement: 0.9451
- Iteration-0 DRC count of the detailed router: 243
- Core area: a little over 20,000 µm²
- In the final report, the number of hold violations comes to 41.
* Logic depth of the worst register-to-register path: 3
* Root cell of the clock tree: clkbuf_16
- Ratio of final minimum period to clock period: 5.027
- The clock reaches the later pin of the worst-skew pair after 0.28 ns.
- Yosys printed 6 warnings.
* Multi-input combinational cell area: between 9000 and 10,000 µm²
* Share of layout cells above drive strength 1: 0.3718
* Mapped cell area: 10,620 µm²
* Aggregate global routing overflow: 0
- For reference, the mux area share after synthesis is 0.03276.
- In this run the tool buffered the top-level ports with 69 buffer cells.
* Simple-Gate Area Share: 0.08332
* Post-detailed-routing wire length: 25,660 µm
- Die outline height: 147.7 µm
- TritonCTS created 5 clock buffers.
- The number of global-route vias before repair is 9,342.
- Final Critical Period: 5.530 ns
- Kind of start point of the critical path: input port
- On the final layout, the worst clock skew is 0 ns.
- Synthesized-area fraction occupied by ao, oa, aoi and oai cells: 0.06258
* Hold slack final: -0.1132 ns
[worst min-delay path by stage]
stage | from | slack [ns] | depth (start not counted) | to
final | rst_n | -0.11 | 2 | result_1[11]
after global routing | rst_n | -0.09 | 2 | result_1[9]
after CTS | rst_n | -0.10 | 2 | result_1[11]
[critical path, cell delays in order]
cell     delay (ns)
buf_8          0.11
buf_12         0.13
and2_4         0.17
fa_1           0.49
inv_1          0.05
fa_2           0.53
inv_2          0.04
fa_1           0.51
inv_2          0.04
fa_1           0.51
inv_1          0.06
fa_1           0.50
fa_1           0.46
ha_4           0.32
and4_4         0.22
nand4_1        0.16
o31ai_4        0.37
o21ai_2        0.13
a21o_1         0.24
a31oi_2        0.17
nor3_1         0.07
o31ai_1        0.23
[area by class of cell]
type,count,share of cell area
Tap cell,270,0.02250
Clock inverter,3,0.004583
Clock buffer,5,0.008333
Sequential cell,41,0.06833
Timing Repair Buffer,342,0.1950
Multi-Input combinational cell,698,0.6148
Inverter,342,0.08649
[cells in the final DEF (no fill, tap or decap), drive strengths merged, types with 3 or more instances in the layout]
cell type,instances
dfrtp,41
fa,232
nor2b,4
nand2b,3
xor2,7
nand3,6
inv,339
o31ai,3
clkbuf,19
a211oi,3
o21a,3
a21o,16
nand2,78
conb,13
o21bai,5
mux2,30
and3,5
xnor2,34
a21oi,25
nor2,49
or2,4
nor3,4
buf,284
a31oi,4
clkinvlp,4
clkdlybuf4s15,33
or3,4
and2,28
o31a,3
nand4,4
nor4,3
o21ai,11
clkdlybuf4s50,8
a31o,8
ha,95
[logic make-up after synthesis]
kind of cell | count (synthesis)
other | 1
adder cells (fa/ha/maj) | 327
buffers and inverters | 384
flip-flops | 41
AND-OR/OR-AND | 93
XOR/XNOR | 41
AND/OR/NAND/NOR | 193
multiplexers | 31
[repair_timing]
action                                 in CTS  in global routing
gates resized                             294                 64
pin swaps                                  85                 48
endpoints found under the hold margin      41                 41
gates cloned                                2                  0
buffers inserted                           41                 21
setup endpoints to repair                  72                 46
[state kept, by name (all words and copies together) (netlist names)]
signal	count
status	1
done	1
result_1	31
result_2	8
[layer usage]
metal / GRT usage / share of wire / vias up
li1: - / - / 3890
met1: 0.3961 / 0.40 / 4161
met2: 0.4830 / 0.52 / 169
met3: 0.05953 / 0.055 / 40
met4: 0.06134 / 0.029 / 0
met5: 0 / 0 / -
[through the flow]
stage,utilization,std cells,worst slack [ns],hold WS [ns]
global route,0.7327,1701,-4.627,-0.09158
global placement,0.6620,1637,-5.197,0.2071
detailed placement,0.6620,1637,-5.220,0.2058
finish,0.7327,1701,-4.430,-0.1132
CTS,0.7198,1684,-4.448,-0.1035
floorplan,-,1123,-4.309,-0.07559
